[design/flow/design.v]
`timescale 1ns / 1ps
module PS2Receiver(
    input clk,
    input kclk,
    input kdata,
    output reg [15:0] keycode=0,
    output reg oflag
    );
    wire kclkf, kdataf;
    reg [7:0]datacur=0;
    reg [7:0]dataprev=0;
    reg [3:0]cnt=0;
    reg flag=0;
debouncer #(
    .COUNT_MAX(19),
    .COUNT_WIDTH(5)
) db_clk(
    .clk(clk),
    .I(kclk),
    .O(kclkf)
);
debouncer #(
   .COUNT_MAX(19),
   .COUNT_WIDTH(5)
) db_data(
    .clk(clk),
    .I(kdata),
    .O(kdataf)
);
always@(negedge(kclkf))begin
    case(cnt)
    0:; 
    1:datacur[0]<=kdataf;
    2:datacur[1]<=kdataf;
    3:datacur[2]<=kdataf;
    4:datacur[3]<=kdataf;
    5:datacur[4]<=kdataf;
    6:datacur[5]<=kdataf;
    7:datacur[6]<=kdataf;
    8:datacur[7]<=kdataf;
    9:flag<=1'b1;
    10:flag<=1'b0;
    endcase
        if(cnt<=9) cnt<=cnt+1;
        else if(cnt==10) cnt<=0;
end
reg pflag;
always@(posedge clk) begin
    if (flag == 1'b1 && pflag == 1'b0) begin
        keycode <= {dataprev, datacur};
        oflag <= 1'b1;
        dataprev <= datacur;
    end else
        oflag <= 'b0;
    pflag <= flag;
end
endmodule
`timescale 1ns / 1ps
module debouncer(
    input clk,
    input I,
    output reg O
    );
    parameter COUNT_MAX=255, COUNT_WIDTH=8;
    reg [COUNT_WIDTH-1:0] count;
    reg Iv=0;
    always@(posedge clk)
        if (I == Iv) begin
            if (count == COUNT_MAX)
                O <= I;
            else
                count <= count + 1'b1;
        end else begin
            count <= 'b0;
            Iv <= I;
        end
endmodule
[design/flow/run.sh]
#!/bin/bash
# OpenROAD 26Q1-2900-gdf79404cd8, Yosys 0.63+post, stock flow scripts
make -C /OpenROAD-flow-scripts/flow DESIGN_CONFIG=/design/flow/config.mk WORK_HOME=/design/flow/orfs finish
[design/flow/config.mk]
export PLATFORM = sky130hd
export DESIGN_NAME = PS2Receiver
export DESIGN_NICKNAME = PS2Receiver
export VERILOG_FILES = /design/flow/design.v
export SDC_FILE = /design/flow/constraint.sdc
export NUM_CORES = 4
export LEC_CHECK = 1
export CORE_AREA = 10 10 108 108
export DIE_AREA = 0 0 118 118
[design/flow/constraint.sdc]
current_design PS2Receiver

set clk_period 2.9
set clk_io_pct 0.2

create_clock -name clk0 -period $clk_period [get_ports {clk}]

set non_clock_inputs [all_inputs -no_clocks]
set_input_delay [expr $clk_period * $clk_io_pct] -clock clk0 $non_clock_inputs
set_output_delay [expr $clk_period * $clk_io_pct] -clock clk0 [all_outputs]
==> results_slide.txt <==
Physical Implementation Snapshot

Routing
  • Post-DR vias/cell: 3.18
  • Routed Antenna Nets: 0
  • Routed WL per cell: 8.09 um
  • Routed wire length: 2.17 mm
  • DRC: 0
  • Vias: 852
  • DR pass1 iterations: 2
  • DR iter-0 viols: 31
  • ANT cells: 0

Worst setup path
  • Slowest stage delay, CP: 470 ps
  • Crit-path cells: clkdlybuf4s50_1
  • Crit path max-delay family: buffers and inverters
  • Buffers plus inverters on the worst setup path: 1
  • Critical Path Fanout Max: 2
  • Setup CP Type: flip-flop to output port
  • CP Capture Type: output port
  • Critical path arrival: 1090 ps
  • Critical path required time: 2320 ps
  • Startpoint Class: flip-flop
  • CP max-delay cell: clkdlybuf4s50_1
  • Reg2Reg Setup Slack: 1550 ps
  • R2r startpoint: db_clk.count[0]
  • Critical path startpoint: keycode[1]

Finish
  • Reg area: 0.00123 mm^2
  • Post-layout utilization of the core: 0.228
  • Share of cells above drive strength 1: 0.0719
  • Most frequent cells in the layout: 33 x edfxtp_1, 19 x clkdlybuf4s50_1, 15 x nor2_1, 12 x dfxtp_1
  • Logic area: 429 um^2
  • Final std cells w/o fill: 268
  • Commonest Layout Cell: edfxtp_1
  • Synth-to-Final Area Change: 26.3%
  • Fillers: 976

Place
  • Placed cells: 260
  • Global placement routability congestion: 0.790
  • I/O Buffers: 19
  • Detailed Place HPWL: 1.64 mm

Final timing
  • Count of unclocked register or latch pins: 13
  • Min Tclk post-route: 1670 ps
  • Cycle use final: 0.576
  • Final Skew: 3.23 ps
  • Final Max Slew Viols: 0
  • Final setup fails: 0
  • Fmax: 599 MHz
  • Worst slew pin tran: 552 ps
  • Endpoints left unconstrained: 35
  • RSZ-0062 raised after global routing: no
  • Setup TNS: 0 ps
  • Rel. slew slack: 0.628
  • Hold Vio Cnt, Final: 0

Synthesis
  • FF+latch count, synth: 45
  • Cell Area, Synth: 0.00168 mm^2
  • Number of cells in Yosys stat: 111
  • Post-synthesis instance total: 111
  • Mean post-synth cell area: 15.1 um^2
  • Cell Type Count: 22
  • Sequential area share after synthesis: 0.733
  • Chip area in the Yosys report: 0.00168 mm^2
  • Synth Warn #: 2

Die
  • IO Count: 20
  • Row count: 35
  • Die height: 118 um
  • Die area: 0.0139 mm^2
  • Floorplan core density: 0.181
  • Core area: 0.00928 mm^2
  • Die outline width: 118 um

Clock tree
  • Clk buf depth: 2
  • CTS tree: done
  • Root Buffer: clkbuf_8
  • Hold_buf cts: 0
  • Cts bufs inserted: 5
  • H-tree depth: 2
  • Post-CTS Setup Inserts: 0
  • Clock-pin slew on the worst setup and hold paths: 60 ps
  • Clk latency of the worst-skew pair: 280 ps
  • Post-CTS sizing: 0

Hold path
  • Hold_sp: keycode[7]
  • HP Class: flip-flop to flip-flop

Run
  • OpenROAD warnings: 28
  • # Max-Cap Violations: 0

Global route
  • First-pass GRT wire length: 3.89 mm
  • GRT overflow: 0
  • Largest net degree at the start of global routing: 18
  • Initial antenna violation count: 0
  • Vias in the first global route: 829
  • GRT Util Overall: 0.0318

Run status
  • Status: finished, final reports clean

Power and ir drop
  • P_leak: 0.000730 uW
  • Cell area power density: 423 mW/mm^2
  • Max rail drop VDD: 112 uV
[flip-flops by register name, indices dropped and copies added (netlist names)]
name	flops
pflag	1
db_clk.count	5
keycode	16
db_data.count	5
flag	1
datacur	8
db_clk.O	1
db_clk.Iv	1
oflag	1
cnt	4
db_data.Iv	1
db_data.O	1
[path summary, 6_finish.rpt]
kind / end / cells past startpoint
max: keycode[1] / 1
min: keycode[15] / 0
max reg2reg: db_clk.O / 3
min reg2reg: keycode[15] / 0
[logic make-up (layout without fill, tap and decap cells)]
kind of cell               Yosys count  in the layout  synth area share
AOI/OAI and AO/OA                    5              5            0.0209
muxes                                2              2            0.0119
xor gates and xnor gates            10             10            0.0522
buffers and inverters                5             33            0.0112
and+or+nand+nor                     38             38             0.126
DFF                                 45             45             0.733
adders and majority gates            6              6            0.0447
[Yosys cell counts]
cell type	n	share of area
o22ai_1	1	0.0037
nor3_1	2	0.0060
nor2b_1	3	0.011
dfxtp_1	12	0.14
xor2_1	8	0.042
nand2b_1	1	0.0037
xnor2_1	2	0.010
or2_1	1	0.0037
ha_1	6	0.045
edfxtp_1	33	0.59
nor2_1	15	0.034
nand3_1	4	0.012
inv_1	5	0.011
and4bb_1	1	0.0075
a21bo_2	1	0.0060
o21ai_0	2	0.0060
o32ai_1	1	0.0052
nand3b_1	1	0.0045
and4bb_4	1	0.0097
mux2i_1	2	0.012
and2b_1	1	0.0045
and2_1	8	0.030
[cell type report]
class | instances | area share
Tap cell | 129 | 0.0761
Inverter | 5 | 0.00885
Multi-Input combinational cell | 61 | 0.202
Sequential cell | 45 | 0.581
Clock inverter | 3 | 0.00649
Clock buffer | 5 | 0.0324
Timing Repair Buffer | 20 | 0.0932
[worst register-to-register path: cells and delay by family (launching register included)]
| kind | cells | cell delay, ps |
|---|---|---|
| AND/OR/NAND/NOR | 2 | 480 |
| flip-flops | 1 | 360 |
| adder cells (fa/ha/maj) | 1 | 210 |
[power by group]
group / total (uW) / internal (uW) / leakage, uW / switching [uW]
registers: 524 / 505 / 0.000412 / 19.5
logic: 58.0 / 30.0 / 0.000273 / 28.0
clock network: 315 / 162 / 0.0000453 / 153
[per-stage QoR]
step,hold WS [ps],power (uW),setup WS [ps],instance area (um^2)
2_1_floorplan,400,578,1460,1680
3_3_place_gp,438,591,1030,2040
3_5_place_dp,437,593,999,2040
4_1_cts,451,911,1210,2120
5_1_grt,468,950,1160,2120
6_report,449,898,1230,2120
[metal layers]
layer	share of wire	GRT usage
met5	0	0
met4	0.042	0.0108
met3	0.072	0.0131
met2	0.41	0.0479
met1	0.48	0.0407
Power is estimated from default activity; no workload was simulated.
