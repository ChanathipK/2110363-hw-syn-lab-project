File: design/flow/design.v
`timescale 1ns / 1ps
module baudrate_gen(
    input clk,
    output reg baud
    );
    integer counter;
    initial baud = 0;
    always @(posedge clk) begin
        counter = counter + 1;
        if (counter == 325) begin counter = 0; baud = ~baud; end 
    end
endmodule
File: design/flow/run.sh
#!/bin/bash
# OpenROAD 26Q1-2900-gdf79404cd8, Yosys 0.63+post, stock flow scripts
make -C /OpenROAD-flow-scripts/flow DESIGN_CONFIG=/design/flow/config.mk WORK_HOME=/design/flow/orfs finish
File: design/flow/config.mk
export PLATFORM = sky130hd
export DESIGN_NAME = baudrate_gen
export DESIGN_NICKNAME = baudrate_gen
export VERILOG_FILES = /design/flow/design.v
export SDC_FILE = /design/flow/constraint.sdc
export NUM_CORES = 4
export LEC_CHECK = 1
export CORE_AREA = 10 10 99 99
export DIE_AREA = 0 0 109 109
File: design/flow/constraint.sdc
current_design baudrate_gen

set clk_period 6.4
set clk_io_pct 0.2

create_clock -name clk0 -period $clk_period [get_ports {clk}]

set non_clock_inputs [all_inputs -no_clocks]
set_input_delay [expr $clk_period * $clk_io_pct] -clock clk0 $non_clock_inputs
set_output_delay [expr $clk_period * $clk_io_pct] -clock clk0 [all_outputs]
==> flow_summary.toml <==
# physical design summary
[drt]
num_vias = 1480
ant_nets = 0
drt_first_pass_iters = 4
m1WireLength_um = 1950
dr.max_layer_used = "met4"
viasPerCell = 4.74
drc = 0
wl_met2_um = 1670
antenna_cells_inserted = 0
routed_wl_um = 3870
wl_per_cell_um = 12.4
dr.first_iter.drc_count = 103
wl_met3_um = 176

[synthesis]
largest_area_cell = "dfxtp_1"
synth_warnings = 1
synth_cell_types = 44
top_cell_area_share_pct = 33.6
syn_inst = 212
topCellsByArea = "dfxtp_1 34%, xnor2_1 8.3%, xor2_1 5.5%, nand4_1 5.2%, nor2_1 3.9%"
ys_cells = 212
avgSynthCellArea_um2 = 9.00
yosys-stat-area_um2 = 1910
ys.flops = 33
postSynthSeqShare_pct = 35.1
syn_area_um2 = 1910

[floorplanning]
die_y_um = 109
die_w_um = 109
io_pins = 2
core_area_um2 = 7730
rows = 32
die-area_um2 = 11900
initial_core_util_pct = 24.7

[place]
place.gp.congestion = 0.881
place_ws_ps = 3220
place_inst = 304
io_buffers = 1
place_hpwl_um = 2870

[sta]
skew_ps = 6.78
whs_ps = 532
period_used_pct = 50.9
rsz0062_at_grt = "no"
finalMaxSlewViolations = 0
fmax_mhz = 307
worst_slack_ps = 3140
fin_crit_ps = 3260
totalNegativeSetupSlack_ps = 0
hold_viol_final = 0
finalSetupViolations = 0
worst_slew_pin_slew_ps = 949
relSlewSlack_pct = 36.1

[clock_network]
cts_sinks = 33
clock_latency_ps = 280
cts_tree = "built"
cts_buffers = 5
hold_buffers = 0
post_cts_resized = 0
cts_root_buf = "clkbuf_8"
htreeDepth = 2
clkTransAtPathRegs_ps = 70
cts_setup_buffers = 0
clk_path_buf_depth = 2

[final_layout]
drive_above_1_share_pct = 9.52
fin_cells = 312
layout_top_cells = "32 x dfxtp_1, 20 x nor2_1, 18 x xnor2_1"
layout_top_cell = "dfxtp_1"
area_delta_synth_final_pct = 7.67

[power]
p_leak_nw = 0.676
peakVddDrop_mv = 0.106
power.density_nw_per_um2 = 179
power.total_mw = 0.367

[job]
warning_count = 26
maxCapViolations = 0

[global_routing]
grtUsageTotal_pct = 6.63
grt_pass1_wl_um = 6520
grt_remaining_overflow = 0
grt_max_degree = 12
grt_pass1_vias = 1346
antenna_found_initial = 0

[outcome]
status = "complete, no violations"

[worst_hold_path]
hp-class = "reg2reg"
holdPathStages = 1

[setup_path]
crit_fanout = 6
reg2regPathDepth = 7
arrival_ps = 3260
startpoint_type = "flip-flop"
end_kind = "flip-flop"
crit_required_ps = 6400
worstSetupPathType = "reg2reg"
-- cells in the mapped netlist (all sizes together) --
library cell and count:
dfxtp 32, nor2 20, nand4 18, xnor2 18, nand2 15, nor3 14
nand3 13, xor2 12, nor4 11, a31oi 7, buf 6, inv 6
and4 5, clkbuf 5, and3 3, or4 3, a21oi 2, ha 2
nor4b 2, o21ai 2, or3 2, a2111oi 1, a211oi 1, a21o 1
and2 1, and4b 1, edfxtp 1, mux2 1, mux2i 1, nand2b 1
nand3b 1, nand4b 1, nor2b 1, o31ai 1, o32a 1
-- cells by family after synthesis --
kind of cell               synth area share (%)
xor gates and xnor gates                   13.8
adders and majority gates                  1.31
muxes                                      1.11
buffers and inverters                      5.44
AOI/OAI and AO/OA                          6.69
DFF                                        35.1
and+or+nand+nor                            36.5
-- final cells by class --
| class | instances | area (um2) |
|---|---|---|
| Timing Repair Buffer | 1 | 10.0 |
| Sequential cell | 33 | 671 |
| Multi-Input combinational cell | 162 | 1130 |
| Fill cell | 797 | 5670 |
| Clock buffer | 8 | 90.1 |
| Tap cell | 102 | 128 |
| Inverter | 6 | 22.5 |
-- state kept, by name, indices dropped and copies added (netlist names) --
register,count
baud,1
counter,32
-- routing by layer --
metal  up-vias  GRT usage [%]
met2        29           10.1
li1        772              -
met1       672           9.66
met3         7           1.31
met5         -              0
met4         0           1.22
-- worst max-delay path, stage by stage (launching register included) --
cell     delay [ps]
dfxtp_1         440
ha_1            270
and4_2          260
nand2_1         130
or4_1           550
xnor2_1         180
nor4_1          830
and4_1          320
-- path summary, 6_finish.rpt --
| check | startpoint | end | slack (ps) |
|---|---|---|---|
| hold reg to reg | counter[14]$_SDFF_PN0_ | counter[14]$_SDFF_PN0_ | 530 |
| setup reg to reg | counter[0]$_SDFF_PN0_ | baud$_DFFE_PN_ | 3140 |
| hold / removal | counter[14]$_SDFF_PN0_ | counter[14]$_SDFF_PN0_ | 530 |
| setup / recovery | counter[0]$_SDFF_PN0_ | baud$_DFFE_PN_ | 3140 |
-- metrics by stage --
step | utilization [%] | instance area, um2
floorplan | - | 1910
CTS | 26.6 | 2050
global route | 26.6 | 2050
global placement | 25.4 | 1960
finish | 26.6 | 2050
detailed placement | 25.4 | 1960
-- report_power, final --
part           switching (mW)  leakage [nW]  internal [mW]
Sequential                  0         0.269          0.206
Clock                  0.0730        0.0455         0.0876
Combinational               0         0.361              0
Total                  0.0730         0.676          0.294
Power is estimated from default activity; no workload was simulated.
